==> config.mk <==
export PLATFORM = sky130hd
export DESIGN_NAME = clock_counter
export DESIGN_NICKNAME = clock_counter
export VERILOG_FILES = /design/flow/design.v
export SDC_FILE = /design/flow/constraint.sdc
export NUM_CORES = 4
export LEC_CHECK = 1
export CORE_AREA = 10 10 88 88
export DIE_AREA = 0 0 98 98
==> constraint.sdc <==
current_design clock_counter

set clk_period 2.6
set clk_io_pct 0.2

create_clock -name clk0 -period $clk_period [get_ports {clk_i}]

set non_clock_inputs [all_inputs -no_clocks]
set_input_delay [expr $clk_period * $clk_io_pct] -clock clk0 $non_clock_inputs
set_output_delay [expr $clk_period * $clk_io_pct] -clock clk0 [all_outputs]
==> design.v <==
module clock_counter(
	input clk_i,   
	input reset_n,   
	output reg clk_o
		);
		reg [14:0] count;    
		always @ (posedge clk_i, negedge reset_n)			
			begin
				count <= count + 1;    
				if(!reset_n)
					begin
						clk_o <= 0;
						count <= 0;    
					end
				else
					if(count >= 1800)    
						begin    
							clk_o <= ~clk_o;	
                                                        count <= 0;	 
						end
			end
endmodule
==> run.sh <==
#!/bin/bash
# OpenROAD 26Q1-2900-gdf79404cd8, Yosys 0.63+post, stock flow scripts
make -C /OpenROAD-flow-scripts/flow DESIGN_CONFIG=/design/flow/config.mk WORK_HOME=/design/flow/orfs finish
==> reports/results.tsv <==
metric	value	unit
wl_met1	486	um
drive_above_1_share	20.0	%
cts_setup_buffers	0	
dr.first_iter.drc_count	2	
synth_cells	63	
clock-sinks	16	
seqPwrFrac	57.2	%
grt_pass1_vias	395	
num_rows	28	
clkPwrFrac	36.7	%
cts_tree	done	
top_area_share	56.3	%
clkTransAtPathRegs	60	ps
synth_area_leader_cell	dfrtp_1	
fp_util	12.0	%
antenna_found_initial	0	
worst_pin_slew	669	ps
final_area	866	um^2
drt_first_pass_iters	4	
clk_latency	240	ps
placed_cells	142	
cap_violations	0	
wl_met2	368	um
drc	0	
yosysMostFrequentCell	dfrtp_1	
setup_viol	0	
cts_buffers	3	
leakagePower	0.322	nW
root_buffer	clkbuf_8	
grt_overflow_total	0	
fin_ws	999	ps
crit-reg2reg-launch	count[11]	
whs_endpoint	clk_o	
flop_area	400	um^2
ys_cells	63	
post-place-ws	989	ps
die-width	98	um
fillers	653	
synth.avg_cell_area	11.3	um^2
r2r_cells	3	
cp-start-kind	register	
wire_per_inst	6.49	um
reg2reg_to	clk_o	
fin_crit_sh	61.6	%
viasPerCell	2.79	
async_reset_ff_share	100	%
die_h	98	um
fmax	0.625	GHz
slowest_stage	or4_4	
core-area	0.00592	mm^2
fin_crit	1600	ps
hp-class	register to register	
ys_ff	16	
ys_types	20	
cts.repair.resized	0	
power.internal	0.000381	W
die_area	0.00960	mm^2
clock_path_buffers	2	
swShare	18.4	%
path_max_fanout	11	
routed.top_layer	met4	
dp_hpwl	672	um
portBuffers	2	
area_growth	21.8	%
ff2ff_setup_slack	1000	ps
critPathMaxStageDelay	520	ps
routed_wl	941	um
rsz0062_at_grt	no	
relSlewSlack	55.3	%
critPathArrivalTime	1700	ps
postCtsHoldBufs	0	
yosys_area	711	um^2
finalHoldViolations	0	
ff_type	dfrtp_1	
warnings	27	
crit_type	register to register	
edf_count	0	
outcome	finished clean	
dr_total_vias	405	
crit_chain	or4_4 > a21o_1 > xor2_1	
top_cells_by_count	16 x dfrtp_1, 10 x nor2_2, 6 x xor2_1	
crit_path_end_kind	register	
ctsHtreeMaxLevel	1	
synth_area	711	um^2
io_pins	3	
combGateArea	299	um^2
min_from	clk_o	
drv_slew	0	
clock_skew	4.04	ps
grt_pass1_wl	1.63	mm
place.gp.congestion	0.776	
grt_max_degree	17	
wl_met3	80	um
worst_ep_required_time	2700	ps
p_per_area	540	mW/mm^2
yosysWarnings	1	
p_sw	0.0000859	W
vdd_drop_max	0.465	mV
combPwrFrac	6.1	%
ys_seq_share	56.3	%
n_antenna_cell	0	
detail-route-antenna-nets	0	
setup_tns	0	ps
stdcell_count	145	
grt_util_all_layers	1.91	%
ys_top_cells_by_area	dfrtp_1 56%, nor2_2 8.8%, xor2_1 7.4%	
place_area	825	um^2
hold_depth	1	
[worst max-delay path by stage]
stage                 cells past startpoint  slack, ps      start     to
final                                     3       1000  count[11]  clk_o
after global routing                      3        920  count[11]  clk_o
after CTS                                 3        990  count[11]  clk_o
[layer usage]
metal | track usage [%] | up-vias
met3 | 1.14 | 2
met1 | 2.32 | 181
met5 | 0 | -
met4 | 0.112 | 0
li1 | - | 216
met2 | 2.99 | 6
[layout make-up]
type                       count  area share (%)
sequential                    16            46.2
timing repair buffer           2            2.31
tap                           75            10.8
inverter                       3            1.30
multi-input combinational     46            34.5
clock buffer                   3            4.77
[registers in the layout, summed over array words and instances (netlist names)]
register	cells
clk_o	1
count	15
[metrics by stage]
stage	hold WS, ps	total power (W)	utilization [%]
after floorplan	224	0.000279	-
after global placement	455	0.000301	13.9
after detailed placement	459	0.000302	13.9
after CTS	468	0.000477	14.6
after global routing	483	0.000490	14.6
final	462	0.000467	14.6
[layout by cell type, fill, tap and decap left out]
cell and count:
or3_1 1, and4_1 1, nor2_2 10, a21oi_1 2, nand2b_1 1, nand4_1 2
dfrtp_1 16, or4_4 1, conb_1 4, and3_1 1, clkbuf_8 3, inv_1 3
xor2_1 6, ha_1 2, xnor2_1 3, nor2_1 2, a21o_1 1, clkdlybuf4s50_1 2
nand3_1 4, nor3_1 2, nand2_1 3
[critical path: cells and delay by family, from the launching register on]
| kind | cells | cell delay [ps] |
|---|---|---|
| simple gates | 1 | 520 |
| flops | 1 | 350 |
| compound gates | 1 | 360 |
| xor+xnor | 1 | 220 |
[power groups by stage]
stage | Clock (W) | Sequential [W] | Combinational [W]
CTS | 0.000180 | 0.000268 | 0.0000298
global route | 0.000189 | 0.000269 | 0.0000324
finish | 0.000171 | 0.000267 | 0.0000285
[logic make-up (layout without fill, tap and decap cells)]
group	after synthesis	count (layout)	synth area share [%]
other cells	1	4	0.528
flops	16	16	56.3
compound gates	3	3	2.47
buf+inv	4	8	3.17
xor+xnor	9	9	11.1
fa+ha+maj	2	2	3.52
simple gates	28	28	22.9
Power and IR drop assume default switching activity.
