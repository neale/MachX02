<file path="./config.mk">
export PLATFORM = sky130hd
export DESIGN_NAME = digit_state_machine
export DESIGN_NICKNAME = digit_state_machine
export VERILOG_FILES = /design/flow/design.v
export SDC_FILE = /design/flow/constraint.sdc
export NUM_CORES = 4
export LEC_CHECK = 1
export CORE_AREA = 10 10 70 70
export DIE_AREA = 0 0 80 80
</file>
<file path="./constraint.sdc">
current_design digit_state_machine

set clk_period 1.4
set clk_io_pct 0.2

create_clock -name clk0 -period $clk_period [get_ports {clk}]

set non_clock_inputs [all_inputs -no_clocks]
set_input_delay [expr $clk_period * $clk_io_pct] -clock clk0 $non_clock_inputs
set_output_delay [expr $clk_period * $clk_io_pct] -clock clk0 [all_outputs]
</file>
<file path="./design.v">
module digit_state_machine(
	input clk,
	input reset_n,
	input [3:0] units,
	input [3:0] tens,
	input [3:0] hundreds,
	input [3:0] thousands,
	output reg [2:0] digit_select,
	output reg [3:0] data,
	output reg decimal_point
	);
	reg [1:0] state;
	reg [1:0] state_n;
	parameter S0 = 2'b00;
	parameter S1 = 2'b01;
	parameter S2 = 2'b10;
	parameter S3 = 2'b11;
	always @ (posedge clk, negedge reset_n)
		begin
			if(!reset_n)
				state <= S0;
			else
				state <= state_n;
		end
		always @ (*)
			begin
				case(state)
					S0: state_n = S1;
					S1: state_n = S2;
					S2: state_n = S3;
					S3:	state_n = S0;
					default: state_n = S0;
				endcase
			end
		always @ (*)
			begin
				case(state)
				S0: begin
					decimal_point = 1;
					digit_select = 3'b000;
					data = units;
					end
				S1: begin
					decimal_point = 1;
					digit_select = 3'b001;
					data = tens;
					end
				S2: begin
					decimal_point = 1;
					digit_select = 3'b011;
					data = hundreds;
					end
				S3: begin
					decimal_point = 0;
					digit_select = 3'b100;
					data = thousands;
					end
				endcase
			end
endmodule
</file>
<file path="./run.sh">
#!/bin/bash
# OpenROAD 26Q1-2900-gdf79404cd8, Yosys 0.63+post, stock flow scripts
make -C /OpenROAD-flow-scripts/flow DESIGN_CONFIG=/design/flow/config.mk WORK_HOME=/design/flow/orfs finish
</file>
==> flow_metrics.tcl <==
# place-and-route summary
set metrics [dict create \
    status "complete, but fails checks" \
    violations "negative setup slack" \
    synthArstFlopShare_pct 100 \
    drtPass1Iterations 3 \
    reg2reg_from "state[1]" \
    overflow 0 \
    reg2reg_to "state[3]" \
    largest_reg_flops 4 \
    dp_hpwl_um 999 \
    power_frac_comb_pct 19.7 \
    edf_count 0 \
    fmax_mhz 629 \
    yosys_cells 23 \
    leakage_nw 0.299 \
    warnings 27 \
    yosysTopAreaCell "dfrtp_1" \
    p_sw_share_pct 19.3 \
    initial_utilization_pct 6.70 \
    clock_power_share_pct 46.1 \
    fin_worst_skew_ps 3.31 \
    hold_viol_final 0 \
    finalCritPeriodShare_pct 114 \
    crit_type "flop to output pin" \
    max-vdd-ir-drop_uv 217 \
    cts_buffer_depth 2 \
    synth_seq_share_pct 44.3 \
    fillerInstances 385 \
    postCtsHoldBufs 0 \
    final-max-slew-violation-count 0 \
    synthesis.area_um2 229 \
    chipArea_um2 6400 \
    topCellsByArea "dfrtp_1, dfstp_2, a32oi_1" \
    powerDensity_nw_per_um2 498 \
    synth_warnings 1 \
    synth.distinct_cells 12 \
    cp_max_fo 3 \
    maxSlewHeadroom_pct 85.5 \
    power_frac_seq_pct 34.2 \
    drive_above_1_share_pct 56.3 \
    drc_errors 0 \
    start_kind "flop" \
    arrival_ps 1310 \
    wire_per_inst_um 10.9 \
    die_y_um 80 \
    num_io_pins 26 \
    area_growth_pct 198 \
    synth_cells 23 \
    detail-route-antenna-nets 0 \
    drtIter0Drc 1 \
    hold_path.class "primary input to asynchronous set/reset pin" \
    ys_area_um2 229 \
    synthFlopType "dfrtp_1" \
    grt_pass1_vias 393 \
    r2r_setup_slack_ps 710 \
    wirelength_um 1200 \
    cts_num_sinks 4 \
    die_width_um 80 \
    cts_tree "built" \
    worstMarginPinSlew_ps 215 \
    grt_pass1_wl_um 1850 \
    grt_usage_pct 3.67 \
    rsz0062_at_grt "true" \
    crit_required_ps 1120 \
    gp_congestion 0.860 \
    p_int_uw 275 \
    antenna_found_initial 0 \
    cts_buffers 3 \
    clock_latency_ps 230 \
    core_area_um2 3420 \
    num_vias 336 \
    place_ws_ps -508 \
    port_buffers 25 \
    clockRootBuffer "clkbuf_4" \
    power_uw 340 \
    fin_crit_ps 1590 \
    maxCapViolCount 0 \
    htreeDepth 1 \
    regMostFlops "state" \
    reg2reg_depth 1 \
    setup_viol 5 \
    grt_max_degree 5 \
    n_antenna_cell 0 \
    synth.avg_cell_area_um2 9.96 \
    p_sw_uw 65.5 \
    ys.flops 4 \
    reg_top3 "state (4)" \
    fin_tns_setup_ps -720 \
    common_cells "a22oi_1, a32oi_1, dfrtp_1, nand2_1" \
    top_cell_area_share_pct 32.8 \
    path_clk_slew_ps 40 \
    core.rowCount 21 \
    worst_slack_ps -189 \
    end_kind "output pin" \
    via_per_inst 3.05 \
]
[layer usage]
layer	part of all wire (%)	vias up	global-route usage, %
met5	0	-	0
met4	1.7	0	1.41
met3	3.2	2	0.909
met2	66	6	7.46
met1	29	160	3.28
li1	-	168	-
[cell usage in the layout (no fill, tap or decap)]
cell type	instances
buf_4	10
clkdlybuf4s50_1	17
o31ai_2	1
a22oi_2	2
inv_2	1
dfstp_2	1
a32oi_1	1
clkdlybuf4s15_1	1
a22o_4	1
clkbuf_4	3
clkbuf_1	1
dfrtp_1	2
inv_4	1
dlygate4sd2_1	1
a22oi_1	1
nor3_1	1
a32oi_2	2
buf_2	5
nand2_1	3
nor2_2	2
dfrtp_2	1
o21ai_2	1
buf_6	5
[per-stage QoR]
stage / utilization, % / area [um^2] / instances / hold WS, ps
floorplan: - / 229 / 23 / -15.6
global placement: 17.0 / 582 / 99 / 381
detailed placement: 17.0 / 582 / 99 / 386
CTS: 19.5 / 664 / 110 / 233
global route: 20.0 / 683 / 110 / 242
finish: 20.0 / 683 / 110 / 240
[worst max path at each step]
stage	start	to	slack [ps]
after global routing	state[1]	data[2]	-250
final	state[1]	data[1]	-190
after CTS	state[1]	data[2]	-220
[cell families (layout without fill, tap and decap cells)]
kind of cell	after synthesis	in the layout	synth area share [%]
AOI/OAI and AO/OA	9	9	36.6
and+or+nand+nor	6	6	12.6
DFF	4	4	44.3
buffers and inverters	4	45	6.56
[worst max-delay path, cell delays in order (launching register included)]
cell,delay (ps)
dfrtp_1,390
nor2_2,70
buf_4,140
buf_6,110
a32oi_1,180
nand2_1,70
buf_2,110
[area by class of cell]
| type | instances | area [um^2] | share of cell area, % |
|---|---|---|---|
| clock buffers | 4 | 26.3 | 3.85 |
| inverters | 2 | 10.0 | 1.47 |
| multi-input cells | 15 | 141 | 20.7 |
| flip-flops and latches | 4 | 103 | 15.0 |
| well taps | 46 | 57.6 | 8.42 |
| repair buffers | 39 | 345 | 50.5 |
[power groups by stage]
| stage | sequential (mW) | combinational (mW) | clock [mW] |
|---|---|---|---|
| CTS | 0.116 | 0.0647 | 0.169 |
| global route | 0.116 | 0.0722 | 0.175 |
| finish | 0.116 | 0.0670 | 0.157 |
[timing repair]
action | 4_1_cts | 5_1_grt
pin swaps | 8 | 3
setup buffers | 8 | 0
resized | 31 | 3
setup endpoints to repair | 8 | 5
