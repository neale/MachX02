===== /design/flow/run.sh =====
#!/bin/bash
# OpenROAD 26Q1-2900-gdf79404cd8, Yosys 0.63+post, stock flow scripts
make -C /OpenROAD-flow-scripts/flow DESIGN_CONFIG=/design/flow/config.mk WORK_HOME=/design/flow/orfs finish

===== /design/flow/config.mk =====
export PLATFORM = sky130hd
export DESIGN_NAME = ADCinterface
export DESIGN_NICKNAME = ADCinterface
export VERILOG_FILES = /design/flow/design.v
export SDC_FILE = /design/flow/constraint.sdc
export NUM_CORES = 4
export LEC_CHECK = 1
export CORE_AREA = 10 10 70 70
export DIE_AREA = 0 0 80 80

===== /design/flow/constraint.sdc =====
current_design ADCinterface

set clk_period 2.1
set clk_io_pct 0.2

create_clock -name clk0 -period $clk_period [get_ports {clk}]

set non_clock_inputs [all_inputs -no_clocks]
set_input_delay [expr $clk_period * $clk_io_pct] -clock clk0 $non_clock_inputs
set_output_delay [expr $clk_period * $clk_io_pct] -clock clk0 [all_outputs]

===== /design/flow/design.v =====
module ADCinterface(
		input reset_n,
		input clk,			 
		output CS_n,
		output RD_n,
		output reg WR_n
	);
	reg [7:0]count;
	assign CS_n = 0;			 
	assign RD_n = 0;			 
	always @ (posedge clk, negedge reset_n)			
		begin
			count <= count + 1;								
			if(!reset_n)
				begin
					WR_n <= 0;		 
					count <= 0;						
				end
			else
				if(count == 20)					 
						WR_n <= ~WR_n;	
				else if(count == 200)			 
					begin
						WR_n <= ~WR_n;
						count <= 0;	
					end
		end
endmodule

==> out/results.ini <==
[outcome]
outcome=finished clean

[die]
dieHeight_um=80
placementRows=21
die_area_sq_um=6400
fp-utilization_pct=14.2
die_w_um=80
io_pins=5
core_sq_um=3420

[cts]
cts_resized=0
h-tree-depth=1
cts_num_sinks=9
cts_tree=built
clockBufferDepth=2
ctsRootBufferMaster=clkbuf_4
post_cts_buffers=0
cts_made_buffers=3
cts_hold_buffers=0
clk_latency_ps=250
clk_pin_slew_ps=60

[finish]
finish.instance_area_sq_um=567
instances_no_fill=98
final_core_utilization_pct=16.6
fillers=389
register_area_sq_um=225
area_growth_pct=17.1
layout.area.comb_sq_um=226
drive_gt1_share_pct=11.5

[setup_path]
path_cells=clkdlybuf4s50_1
crit_type=register to primary output
cp.depth=1
critPathBufInv=1
worst_path_max_delay_cell=clkdlybuf4s50_1
critPathTopFamily=buffers and inverters
critPathArrivalTime_ps=1090
crit_path_max_incr_delay_ps=470
reg2reg_slack_ps=650
worstSetupStartpointType=register
worst-path-max-fanout=2
r2r_cells=6
end_kind=primary output
worst_ep_required_time_ps=1680

[global_route]
grt_max_degree=10
grt_pass1_wl_um=1370
grt_overflow=0
antenna_found_initial=0
grt.total_usage_pct=2.68
grt_pass1_vias=319

[drt]
ant_nets=0
wire_per_inst_um=8.45
via_per_inst=3.48
antenna_cells=0
vias=341
routed_wl_um=828
dr.pass1.iters=4
drtIter0Drc=20
route.detailed.drc=0

[synthesis]
yosysMostFrequentCell=dfrtp_1
syn_area_sq_um=484
netlist_instances=49
synthTopCellsByCount=9 x dfrtp_1, 4 x nand2_1, 4 x nand3_1
synthArstFlopShare_pct=100
netlist.area_leader.share_pct=46.5
postSynthAreaPerCell_sq_um=9.88
ys_seq_share_pct=46.5
yosys-top-cells-area=dfrtp_1 47%, ha_1 5.2%, nand3_1 4.1%
edf_count=0
ys_types=24
ys.flops=9
synthFlopType=dfrtp_1
yosysTopAreaCell=dfrtp_1
ys_area_sq_um=484
ys_cells=49
ys_warn_count=1

[pwr]
design_power_total_uw=306
power_frac_seq_pct=56.7
max-vdd-ir-drop_mv=0.189
combinationalPowerShare_pct=1.6
p_sw_uw=57.8
p_per_area_nw_per_um2=539
p_int_uw=248
p_sw_share_pct=18.9
p_leak_nw=0.215
clock_power_share_pct=41.6

[sta]
layout_setup_ws_ps=594
fin_tns_setup_ps=0
hold_slack_ps=455
layout_min_cycle_time_ps=1510
fin_skew_ps=5.51
hold_viol_final=0
max_freq_mhz=664
fin_crit_sh_pct=71.7
grt_setup_unrepaired=false
setup-violations-final=0
final_max_slew_viol_count=0

[placed_design]
place_area_sq_um=541
numPortBuffers=2
dpl.cell_count=94
gp_congestion=0.805
pre_cts_ws_ps=672
dp_hpwl_um=639

[worst_hold_path]
hold_class=input pin to asynchronous set/reset pin

[run]
warnings=26
max-cap-violations=0

layout by cell type, fill, tap and decap left out, types with 2 or more instances in the layout:
cell type        Yosys  layout
dfrtp_1              9       9
nand2_1              4       4
nand3_1              4       4
inv_1                3       3
nand4_1              3       3
o21ai_0              3       3
clkbuf_4             0       3
xnor2_1              2       2
nor2_1               2       2
ha_1                 2       2
conb_1               1       2
clkdlybuf4s50_1      0       2
area by class of cell:
class	instances	share of cell area [%]
inverters	3	1.99
clock buffers	4	4.64
multi-input cells	34	40.0
well taps	46	10.2
repair buffers	2	3.53
flip-flops and latches	9	39.7
layer usage:
metal,global-route usage (%),part of all wire [%],up-vias
li1,-,-,172
met1,3.66,51,161
met2,3.53,42,8
met3,1.82,6.8,0
met4,0.176,0,0
met5,0,0,-
final timing paths:
kind,startpoint,end
worst max-delay path,WR_n,WR_n
worst min-delay path,reset_n,count[5]
worst max register to register,count[0],WR_n
worst min register to register,WR_n,WR_n
max in group asynchronous,reset_n,WR_n
min in group clk0,WR_n,WR_n
registers in the layout, summed over array words and instances (netlist names):
signal  flops
WR_n        1
count       8
power by group through the flow:
stage / combinational, mW / sequential, mW / clock (mW)
4_1_cts: 0.00540 / 0.173 / 0.133
5_1_grt: 0.00581 / 0.173 / 0.147
6_report: 0.00495 / 0.173 / 0.127
kinds of logic (layout without fill, tap and decap cells):
logic type | count (synthesis) | after routing | share of synthesized area [%]
fa+ha+maj | 2 | 2 | 5.17
xor+xnor | 3 | 3 | 5.43
flops | 9 | 9 | 46.5
buf+inv | 7 | 9 | 7.49
compound gates | 7 | 7 | 9.82
simple gates | 20 | 20 | 24.8
other cells | 1 | 2 | 0.774
Power and IR drop assume default switching activity.
